**flow/constraint.sdc**
```tcl
current_design hex_decoder

set clk_period 1.1
set clk_io_pct 0.2

create_clock -name clk0 -period $clk_period

set non_clock_inputs [all_inputs -no_clocks]
set_input_delay [expr $clk_period * $clk_io_pct] -clock clk0 $non_clock_inputs
set_output_delay [expr $clk_period * $clk_io_pct] -clock clk0 [all_outputs]
```
**flow/design.v**
```verilog
`timescale 1ms / 1ms  
module hex_decoder(input logic [3:0] c, output logic [6:0] display);
	logic C0,C1,C2,C3,C4,C5,C6,C7,C8,C9,CA,Cb,CC,Cd,CE,CF;
	assign C0 = c[3] | c[2] | c[1] | c[0];
	assign C1 = c[3] | c[2] | c[1] | ~c[0];
	assign C2 = c[3] | c[2] | ~c[1] | c[0];
	assign C3	= c[3] | c[2] | ~c[1] | ~c[0];
	assign C4 = c[3] | ~c[2] | c[1] | c[0];
	assign C5 = c[3] | ~c[2] | c[1] | ~c[0];
	assign C6 = c[3] | ~c[2] | ~c[1] | c[0];
	assign C7 = c[3] | ~c[2] | ~c[1] | ~c[0];
	assign C8 = ~c[3] | c[2] | c[1] | c[0];
	assign C9 = ~c[3] | c[2] | c[1] | ~c[0];
	assign CA = ~c[3] | c[2] | ~c[1] | c[0];
	assign Cb = ~c[3] | c[2] | ~c[1] | ~c[0];
	assign CC = ~c[3] | ~c[2] | c[1] | c[0];
	assign Cd = ~c[3] | ~c[2] | c[1] | ~c[0];
	assign CE = ~c[3] | ~c[2] | ~c[1] | c[0];
	assign CF = ~c[3] | ~c[2] | ~c[1] | ~c[0];
	assign display[0] = ~(C1 & C4 & Cb & Cd);
	assign display[1] = ~(C5 & C6 & Cb & CC & CE & CF);
	assign display[2] = ~(C2 & CC & CE & CF);
	assign display[3] = ~(C1 & C4 & C7 & CA & CF);
	assign display[4] = ~(C1 & C3 & C4 & C5 & C9 & C7);
	assign display[5] = ~(C1 & C2 & C3 & C7 & Cd);
	assign display[6] = ~(C0 & C1 & C7 & CC);
endmodule
```
**flow/run.sh**
```bash
#!/bin/bash
# OpenROAD 26Q1-2900-gdf79404cd8, Yosys 0.63+post, stock flow scripts
make -C /OpenROAD-flow-scripts/flow DESIGN_CONFIG=/design/flow/config.mk WORK_HOME=/design/flow/orfs finish
```
**flow/config.mk**
```make
export PLATFORM = sky130hd
export DESIGN_NAME = hex_decoder
export DESIGN_NICKNAME = hex_decoder
export VERILOG_FILES = /design/flow/design.v
export SDC_FILE = /design/flow/constraint.sdc
export NUM_CORES = 4
export LEC_CHECK = 1
export CORE_AREA = 10 10 70 70
export DIE_AREA = 0 0 80 80
```
==> results.yml <==
# flow metrics
run:
  maxCapViolCount: 0
  tool_warnings: 34
cells_and_area:
  syn_to_final_growth_pct: 174
  design.seq.count: 0
  drive_gt1_share_pct: 69.6
  seqCellArea_um2: 0
  fillers: 398
  final_cell_count_no_fill: 102
  nClkBuffers: 0
routing:
  ant_nets: 0
  viasPerCell: 3.29
  antenna_cells: 0
  dr.pass1.iters: 2
  drt-initial-drc-count: 1
  wirelength_um: 986
  num_vias: 336
  drcViolationCount: 0
  routedWlPerCell_um: 9.67
grt:
  grt_pass1_vias: 316
  grt_remaining_overflow: 0
  grt_pass1_wl_um: 1510
  track_usage_pct: 2.79
  antenna_found_initial: 0
  grt_max_degree: 10
worst_setup_path:
  required_ps: 880
  worst-endpoint-arrival_ps: 950
  start_kind: "input port"
  cpPeakStageDelay_ps: 290
  critPathCaptureType: "output pin"
  path_cells: "buf_12 -> buf_6 -> mux2_4 -> nand2_2 -> nand2_1 -> buf_2"
  timing_worst_setup_path_type: "in -> out"
  crit_slowest_cell: "mux2_4"
  path_max_fanout: 6
final_timing:
  min_period_ps: 1170
  final-hold-violation-count: 0
  drv_slew: 0
  setup_viol: 7
  fin_ws_ps: -69.8
  timing.fmax_ghz: 0.855
  slew_headroom_pct: 86.6
  period_used_pct: 106
  worst_slew_pin_slew_ps: 200
  rsz0062_at_grt: "true"
pwr:
  leakage_nw: 0.230
  finalPower_w: 0.000198
  power_density_nw_per_um2: 369
  peakVddDrop_mv: 0.167
floorplan:
  coreArea_um2: 3420
  die_x_um: 80
  die_y_um: 80
  rows: 21
  fp_util_pct: 5.75
  ios: 11
  die-area_um2: 6400
placement:
  port-buffer-count: 11
  hpwl_um: 636
  dpl.cell_count: 96
  gp_congestion: 0.749
status:
  violations: "setup timing"
  status: "finished with violations"
yosys:
  yosysCellCount: 34
  syn_inst: 34
  yosys.stat.seqShare_pct: 0
  syn_area_um2: 196
  yosysWarnings: 0
  synth.avg_cell_area_um2: 5.78
  yosys_area_um2: 196
  synthDistinctLibCells: 20
min_path:
  hp-class: "in -> out"
==> metrics by stage <==
stage	setup slack (ps)	hold WS, ps	setup TNS (ps)	util [%]	instance area [um2]
2_1_floorplan	100	521	0	-	196
3_3_place_gp	-979	1540	-6630	11.9	405
3_5_place_dp	-955	1550	-6440	11.9	405
4_1_cts	-100	809	-336	14.0	477
5_1_grt	-109	831	-693	15.8	538
6_report	-69.8	797	-318	15.8	538
==> per-layer routing <==
| layer | up-vias | global-route usage (%) | routed length, um |
|---|---|---|---|
| met1 | 163 | 4.22 | 491 |
| met2 | 7 | 4.33 | 463 |
| met4 | 0 | 0 | 0 |
| li1 | 166 | - | - |
| met5 | - | 0 | 0 |
| met3 | 0 | 0.341 | 31 |
==> Yosys cell counts (2+ instances only) <==
| cell | instances | share of area [%] |
|---|---|---|
| nand2_1 | 5 | 9.6 |
| buf_2 | 3 | 7.6 |
| nor2_1 | 3 | 5.7 |
| nor2b_1 | 3 | 9.6 |
| o21ai_1 | 3 | 7.6 |
| a31oi_1 | 2 | 6.4 |
| o22ai_1 | 2 | 6.4 |
==> final cells by class <==
| class | count | area, um2 | share of cell area (%) |
|---|---|---|---|
| Inverter | 1 | 3.75 | 0.698 |
| Tap cell | 46 | 57.6 | 10.7 |
| Multi-Input combinational cell | 29 | 235 | 43.7 |
| Timing Repair Buffer | 26 | 241 | 44.9 |
==> placed cells by master (no fill, tap or decap), drive strengths merged <==
master / Yosys / final
xnor2: 1 / 1
a22oi: 1 / 1
or3: 1 / 1
nor2b: 3 / 3
nand3: 1 / 1
o22ai: 2 / 2
a31oi: 2 / 2
mux2: 1 / 1
nand2b: 1 / 1
a211oi: 1 / 1
o21ai: 4 / 4
nor3: 1 / 1
o21a: 1 / 1
buf: 4 / 26
inv: 1 / 1
nor2: 3 / 3
nor3b: 1 / 1
nand2: 5 / 5
==> report_power, final <==
group / total [W] / switching [W] / internal [W]
Clock: 0 / 0 / 0
Sequential: 0 / 0 / 0
Combinational: 0.000198 / 0.0000782 / 0.000120
Total: 0.000198 / 0.0000782 / 0.000120
==> cell families after synthesis <==
logic type	count (synthesis)	share of synthesized area (%)
simple gates	16	40.1
compound gates	11	34.4
buf+inv	5	15.3
xor+xnor	1	4.46
mux	1	5.73
==> critical path, delay by kind of cell <==
family        cells  cell delay [ps]
mux               1              290
simple gates      2              110
buf+inv           3              320
==> final timing paths <==
path | slack [ps] | start | endpoint | cells past startpoint
max | -70 | c[0] | display[1] | 6
min | 800 | c[3] | display[3] | 4
==> timing repair <==
item,CTS,global route
pin swaps,6,6
cloned,1,0
hold buffers,0,0
setup endpoints to repair,7,7
buffers inserted,4,1
resized,61,10
Power and IR drop assume default switching activity.
