==> /design/flow/run.sh <==
#!/bin/bash
# OpenROAD 26Q1-2900-gdf79404cd8, Yosys 0.63+post, stock flow scripts
make -C /OpenROAD-flow-scripts/flow DESIGN_CONFIG=/design/flow/config.mk WORK_HOME=/design/flow/orfs finish
==> /design/flow/config.mk <==
export PLATFORM = sky130hd
export DESIGN_NAME = part2
export DESIGN_NICKNAME = part2
export VERILOG_FILES = /design/flow/design.v
export SDC_FILE = /design/flow/constraint.sdc
export NUM_CORES = 4
export LEC_CHECK = 1
export CORE_AREA = 10 10 85 85
export DIE_AREA = 0 0 95 95
==> /design/flow/constraint.sdc <==
current_design part2

set clk_period 3.9
set clk_io_pct 0.2

create_clock -name clk0 -period $clk_period [get_ports {Clock}]

set non_clock_inputs [all_inputs -no_clocks]
set_input_delay [expr $clk_period * $clk_io_pct] -clock clk0 $non_clock_inputs
set_output_delay [expr $clk_period * $clk_io_pct] -clock clk0 [all_outputs]
==> /design/flow/design.v <==
module part2(input logic Clock, Reset_b, input logic [3:0] Data, input logic [1:0] Function, output logic [7:0] ALUout);
	logic [7:0] reg8;
	logic [3:0] B;
	assign B = ALUout[3:0];
	always_comb
	begin
		case (Function)
		0: reg8 = {4'b0, Data} + {4'b0, B};
		1: reg8 = {4'b0, Data} * {4'b0, B};
		2: reg8 = {4'b0, B} << Data;
		3: reg8 = ALUout;
		default: reg8 = 8'b0;
		endcase
	end	
	always_ff@(posedge Clock)
	begin
		if(Reset_b)
			ALUout <= 8'b0;
		else
			ALUout <= reg8;
	end
endmodule
==> flow_summary.json <==
{
  "grt_first_pass_wirelength_um": 5070,
  "clk_path_buf_depth": 2,
  "gp_congestion": 0.856,
  "r2r_slack_ps": 900,
  "startpoint_type": "input port",
  "hpwl_um": 2360,
  "grt_max_degree": 15,
  "fillCellCount": 605,
  "insertion_delay_ps": 230,
  "leakage_nw": 0.635,
  "reg.largest.list": "ALUout x8",
  "pre_cts_ws_ps": 88.1,
  "routed_wl_um": 2950,
  "power.switching_mw": 0.115,
  "crit_path_max_fanout": 3,
  "fin_crit_ps": 3560,
  "n_antenna_cell": 0,
  "ff_type": "dfxtp_1",
  "reg2reg_depth": 10,
  "edf_count": 0,
  "ctsHoldBuffers": 0,
  "die_area_um2": 9030,
  "rsz0062_at_grt": "false",
  "swShare_pct": 33.8,
  "detail-route-antenna-nets": 0,
  "max_freq_mhz": 281,
  "ys.flops": 8,
  "relSlewSlack_pct": 64.2,
  "die_h_um": 95,
  "top_register": "ALUout",
  "drive_gt1_share_pct": 11.1,
  "vias_per_cell": 4.55,
  "combPwrFrac_pct": 41.8,
  "p_int_mw": 0.225,
  "fin_crit_sh_pct": 91.2,
  "cts_num_sinks": 8,
  "netlist_instances": 136,
  "synthArstFlopShare_pct": 0,
  "fin_hold_ws_ps": 520,
  "area_leaders": "ha_1 (22%), dfxtp_1 (14%), fa_1 (8.7%), a21oi_1 (5.7%), and2_1 (4.4%)",
  "rows": 27,
  "yosysSeqAreaShare_pct": 14.0,
  "common_cells": "ha_1 (20), a21oi_1 (13), inv_1 (13)",
  "antenna_found_initial": 0,
  "skew_ps": 1.21,
  "synth.most_common_cell": "ha_1",
  "cts_root_buffer": "clkbuf_8",
  "layout_setup_ws_ps": 342,
  "p_seq_share_pct": 28.7,
  "core_area_um2": 5470,
  "tritoncts": "done",
  "largest_register_ffs": 8,
  "gr-total-overflow": 0,
  "ios": 16,
  "drt_pass1_iterations": 4,
  "fin_area_um2": 1440,
  "yosysUniqueCellTypes": 39,
  "cap_violations": 0,
  "path_clk_slew_ps": 40,
  "fp_util_pct": 20.9,
  "wl_per_cell_um": 13.1,
  "outcome": "complete, no violations",
  "yosysWarnings": 1,
  "power_density_nw_per_um2": 237,
  "vias": 1023,
  "area_growth_pct": 25.4,
  "tool_warnings": 28,
  "post_cts_buffers": 0,
  "setup_viol": 0,
  "syn_avg_cell_area_um2": 8.43,
  "required_ps": 4030,
  "drc": 0,
  "vdd_drop_max_mv": 0.114,
  "io_buffers": 15,
  "grt_pass1_vias": 1037,
  "hold_class": "reg -> reg",
  "worst_pin_slew_ps": 536,
  "postPlaceCellArea_um2": 1400,
  "setup_tns_ps": 0,
  "htree_levels": 1,
  "power.share.clock_pct": 29.5,
  "synth_top_area_share_pct": 21.8,
  "crit_type": "in -> reg",
  "die_x_um": 95,
  "endpoint_kind": "flop",
  "finalPower_mw": 0.340,
  "synth.largest_area_cell": "ha_1",
  "crit_arrival_ps": 3690,
  "numCtsBuffers": 3,
  "track_usage_pct": 6.92,
  "drt_iter0_markers": 55,
  "hold_depth": 2,
  "ys_cells": 136,
  "yosysChipArea_um2": 1150,
  "finalMaxSlewViolations": 0,
  "final_hold_viol_count": 0,
  "cts-resized-gates": 0,
  "syn_area_um2": 1150
}
cell families (layout without fill, tap and decap cells):
group / count (synthesis) / after routing / synth area share (%)
buffers and inverters: 20 / 37 / 6.99
DFF: 8 / 8 / 14.0
AOI/OAI and AO/OA: 35 / 35 / 21.3
muxes: 6 / 6 / 5.57
xor gates and xnor gates: 5 / 5 / 3.82
and+or+nand+nor: 37 / 37 / 17.8
adders and majority gates: 25 / 25 / 30.6
final timing paths:
kind | from | to
max | Data[0] | ALUout[7]
min | ALUout[5] | ALUout[5]
max reg2reg | ALUout[2] | ALUout[7]
min reg2reg | ALUout[5] | ALUout[5]
cell usage in the layout (no fill, tap or decap), types with 3 or more instances in the layout:
master,Yosys,routed
nand2_1,11,11
dfxtp_1,8,8
xor2_1,3,3
a221oi_1,3,3
nor3_1,3,3
clkbuf_8,0,3
fa_1,5,5
inv_1,13,13
mux2_2,3,3
ha_1,20,20
and2_1,8,8
buf_4,1,5
a21oi_1,13,13
nor2_1,3,3
o21ai_0,5,5
mux2i_1,3,3
clkdlybuf4s50_1,0,15
a21o_1,3,3
metrics by stage:
step	std cells	util, %
6_report	225	26.3
5_1_grt	225	26.3
4_1_cts	225	26.3
3_5_place_dp	222	25.5
3_3_place_gp	222	25.5
2_1_floorplan	136	-
routing by layer:
metal  GRT usage (%)  vias up  part of all wire (%)
met5               0        -                     0
met4           0.998        0                   1.3
met3            2.00        4                   6.4
met2            9.78       29                    41
met1            10.4      475                    51
li1                -      515                     -
area by class of cell:
class	count	area (um^2)	area share (%)
tap	72	90.1	6.27
multi-input combinational	108	906	63.0
sequential	8	160	11.1
inverter	14	52.6	3.66
clock buffer	3	41.3	2.87
timing repair buffer	20	188	13.1
worst max-delay path, stage by stage:
cell and delay [ps]:
clkdlybuf4s50_1 480, nand2_1 100, fa_1 540, inv_1 50, fa_1 490, ha_1 300, a21o_1 180, a21oi_1 270
o21ai_0 120, o41a_1 120, a221oi_1 260
power by group through the flow:
| stage | Combinational, mW | Clock [mW] | Sequential (mW) |
|---|---|---|---|
| after global routing | 0.164 | 0.108 | 0.0987 |
| after CTS | 0.143 | 0.103 | 0.0978 |
| final | 0.142 | 0.100 | 0.0978 |
No activity file was given, so power comes from the tool's default toggle rates.
