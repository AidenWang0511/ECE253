==> design/flow/run.sh <==
#!/bin/bash
# OpenROAD 26Q1-2900-gdf79404cd8, Yosys 0.63+post, stock flow scripts
make -C /OpenROAD-flow-scripts/flow DESIGN_CONFIG=/design/flow/config.mk WORK_HOME=/design/flow/orfs finish
==> design/flow/constraint.sdc <==
current_design part3

set clk_period 1.6
set clk_io_pct 0.2

create_clock -name clk0 -period $clk_period [get_ports {clock}]

set non_clock_inputs [all_inputs -no_clocks]
set_input_delay [expr $clk_period * $clk_io_pct] -clock clk0 $non_clock_inputs
set_output_delay [expr $clk_period * $clk_io_pct] -clock clk0 [all_outputs]
==> design/flow/design.v <==
module part3(input logic clock, reset, ParallelLoadn, RotateRight, ASRight, 
					input logic [3:0] Data_IN, output logic [3:0] Q);
	logic C0;
	assign C0 = (Q[3] & ASRight) | (~ASRight & Q[0]);
	sub u0 (clock, reset, ParallelLoadn, RotateRight, Data_IN[0], Q[3], Q[1], Q[0]);
	sub u1 (clock, reset, ParallelLoadn, RotateRight, Data_IN[1], Q[0], Q[2], Q[1]);
	sub u2 (clock, reset, ParallelLoadn, RotateRight, Data_IN[2], Q[1], Q[3], Q[2]);
	sub u3 (clock, reset, ParallelLoadn, RotateRight, Data_IN[3], Q[2], C0, Q[3]);
endmodule
module sub (input logic clock, reset, loadn, LoadLeft, D, right, left, output logic Q);
	logic C0, D_in;
	assign C0 = (LoadLeft & left) | (~LoadLeft & right);
	assign D_in = (C0 & loadn) | (~loadn & D);
	always_ff@(posedge clock)
	begin
		if(reset) 
			Q <= 0;
		else 
			Q <= D_in;
	end
endmodule 
==> design/flow/config.mk <==
export PLATFORM = sky130hd
export DESIGN_NAME = part3
export DESIGN_NICKNAME = part3
export VERILOG_FILES = /design/flow/design.v
export SDC_FILE = /design/flow/constraint.sdc
export NUM_CORES = 4
export LEC_CHECK = 1
export CORE_AREA = 10 10 70 70
export DIE_AREA = 0 0 80 80
==> run notes <==
From the run reports.

- The worst hold path passes through 2 cells.
- The power density over the cells reads 769 nW/um^2.
- The final clock period utilization by the worst path is 0.876.
- The number of nets with antenna violations after detailed routing is 0.
- For the final routed database, the setup TNS stands at 0 ns.
- The path depth of the worst reg2reg path is 2.
- The power share of the clock group is 0.431.
- For this run, design rule violations remaining after detail routing come to 0.
- The post-synthesis cell count reads 24.
- The I/O pin count is 13.
- The top cell type in the final layout, fill and taps aside, is sky130_fd_sc_hd__clkdlybuf4s50_1.
- The clock slew at the register clock pins of the worst setup and hold paths is roughly 0.040 ns.
- The launching element type of the critical path is a register.
- The capturing element type of the critical path is an output port.
- The type of the worst setup path reads register to output port.
- The detailed router finished its first iteration with 11 violations.
- The standard cell core area reads around 3400 sq um.
- The number of diodes added for antenna fixing reads 0.
- Per STA, the worst path is made up of clkdlybuf4s50_1.
- The final critical path time including I/O delays and setup is roughly 1.4 ns.
- The detailed-route wire length is a little under 700 um.
- The number of antenna violations at the first check in global routing is 0.
- The number of max-cap violations is 0.
- STA puts the critical path data arrival time at 1.08 ns.
- The overall via count from detail_route is between 150 and 200.
- The sequential share of the synthesized area reads 0.352.
- The CTS log lists the clock sinks for this run as 4.
- The cell family with the largest share of critical-path delay reads buffers and inverters.
- Per the final layout report, the fraction of cells sized above drive strength 1 comes to 0.0909.
- For this sky-water flow run, the detailed-routed wirelength per cell is reported as 8.59 um.
- In the final run the clock tree shows a worst skew of roughly 0.0048 ns.
- The flop and latch count out of synthesis is 4.
- The post-cts hold buffer count is 0.
- The post-cts repair resize count is 0.
- The number of buffers created by CTS reads 3.
- The clock tree buffer depth is 2.
- The setup violation total in the final timing report is 0.
- The highest clock rate reads 713 MHz.
- The worst setup margin is about 0.20 ns.
- From bottom edge to top edge, the die measures 80 um.
- The number of unique standard cell types used by synthesis reads 11.
- Summed over all cells, the static leakage comes to 0.000132 uW.
- In the layout the commonest cells are 12 x sky130_fd_sc_hd__clkdlybuf4s50_1, 4 x sky130_fd_sc_hd__mux2i_1, 4 x sky130_fd_sc_hd__dfxtp_1.
- The number of cell instances after yosys synthesis is 24.
- The worst max-slew margin expressed relative to the limit is 0.784.
- The final RePlAce weighted congestion is 0.810.
- The CTS tree is yes.
- The synthesized netlist occupies a cell area of 228 sq um.
- Note, the detailed placer reported a final HPWL of 559 um.
- The library cell used as clock root buffer reads sky130_fd_sc_hd__clkbuf_4.
- The maximum number of pins on one net before global-route repair reads 10.
- The required time at the endpoint of the critical path reads 1.28 ns.
- According to the floorplan log, the row count is 21.
- The global routing met3 resource utilization is 0.0216.
- The post-CTS setup repair buffer count is 0.
- The cell with the largest stage delay on the worst path reads sky130_fd_sc_hd__clkdlybuf4s50_1.
- Note that the worst hold path type here is register to register.
- The largest driver fanout on the critical path is 4.
- The wire length of the first global-routing pass is approximately 1100 um.
- The internal cell power reads roughly 230 uW.
- The flow ran to the end, and the final reports show no timing, DRC or antenna violations.
- The area figure in the yosys stat output reads 228 sq um.
- The clock latency on the worst-skew pair reads between 0.2 and 0.25 ns.
- For this run the aggregate overflow at the end of global routing stands at 0.
- The slew at the pin closest to its max-slew limit reads roughly 0.32 ns.
- The filler cells instantiated in the layout total 403.
- The layer flagged by global routing as most heavily used is met1.
- The worst slack at placement is approximately 0.22 ns.
- The via count of the first global-routing pass reads ~210.
- The relative contribution of combinational cells to total power reads 0.188.
- The number of iterations in the first detailed-routing pass is 3.
- All stages included, the depth of the critical timing path comes to 1.
- The tally of buffers added on design ports is 12.
- The mean area per synthesized cell is around 9.5 sq um.
- Total global-route track usage over all layers is 0.0222.
- Per the OpenROAD floorplan log, the area of the die is about 6400 sq um.
- The highest ir drop seen on vdd is 0.168 mV.
- The script reports the combined buffer and inverter count of the critical path as 1.
- Counting the warning lines in the Yosys log gives 1.
- CTS built an H-tree with a depth of 1.
- The power share of the sequential group is 0.381.
- The tool warning count for the run is 25.
- Measured along the x axis, the die boundary spans ~80 um.
- The fraction of met2 tracks used by global routing is 0.0241.
- The layout overhead on the synthesized area is 70.3%.
- The share of total power consumed by net switching reads 0.227.
- The met1 track demand over resource in global routing is 0.0299.
- Setup repair after global routing left no endpoint under its margin.
- The hold violation count in the final report reads 0.
- The floorplan step records an initial core utilization of 0.0667.
- The peak per-stage delay on the critical path reads 0.48 ns.
- The number of pins with negative max-slew slack in the final report reads 0.
- The power spent charging and discharging nets is slightly below 70 uW.
- The routed design shows a via density per instance of ~2.5.
-- final timing paths --
check / startpoint / end / slack, ns
min reg2reg: u2.Q$_SDFF_PP0_ / register / 0.57
max: register / Q[3] / 0.20
min: u2.Q$_SDFF_PP0_ / register / 0.57
max reg2reg: u2.Q$_SDFF_PP0_ / u1.Q$_SDFF_PP0_ / 0.83
-- synthesized netlist by cell type, drive strengths merged --
library cell	instances	share of area
mux2i	4	0.18
o221ai	1	0.038
nand4bb	1	0.049
clkbuf	1	0.022
nand2b	1	0.027
a211oi	3	0.099
nor2	3	0.049
nand3b	1	0.033
buf	5	0.15
dfxtp	4	0.35
-- cells by family (layout without fill, tap and decap cells) --
family,Yosys count,in the layout,synth area share
and+or+nand+nor,6,6,0.159
buffers and inverters,6,15,0.176
AOI/OAI and AO/OA,4,4,0.137
muxes,4,4,0.176
DFF,4,4,0.352
-- stage by stage --
step	power, uW	instances	area [sq um]	util	hold WS [ns]
after floorplan	142	24	228	-	0.393
after global placement	170	76	365	0.107	0.542
after detailed placement	171	76	365	0.107	0.571
after CTS	305	79	388	0.114	0.572
after global routing	322	79	388	0.114	0.597
final	298	79	388	0.114	0.572
-- worst register-to-register path, stage by stage (launching register included) --
cell                       delay, ns
sky130_fd_sc_hd__dfxtp_1        0.35
sky130_fd_sc_hd__mux2i_1        0.10
sky130_fd_sc_hd__a211oi_1       0.24
-- power groups by stage --
stage / Combinational [uW] / Clock [uW] / Sequential [uW]
finish: 56.1 / 129 / 114
global route: 61.3 / 146 / 115
CTS: 56.8 / 135 / 114
-- cell type report --
cell class	instances	area, sq um	area share
Clock buffer	3	22.5	0.0581
Multi-Input combinational cell	14	108	0.277
Sequential cell	4	80.1	0.206
Tap cell	46	57.6	0.148
Timing Repair Buffer	12	120	0.310
-- routing by layer --
layer	share of wire	wire (um)
met3	0.19	129
met1	0.50	339
met5	0	0
met2	0.31	210
met4	0	0
No activity file was given, so power comes from the tool's default toggle rates.
